==> /design/flow/design.v <==
`timescale 1ns / 1ps
module speed4( serial, received, clk, rst_n, Motor1, Motor2, Motor3, Motor4 , brake1, brake2, brake3, brake4, kicker,kickb);
input clk;
input rst_n;
input received;
input wire [7 : 0] serial;
output  [7 : 0] Motor1 ;
output  [7 : 0] Motor2 ;
output  [7 : 0] Motor3 ;
output  [7 : 0] Motor4 ;
output  [7 : 0] kicker ;
output brake1;
output brake2;
output brake3;
output brake4;
output kickb;
reg  [7 : 0] motor1 ;
reg  [7 : 0] motor2 ;
reg  [7 : 0] motor3 ;
reg  [7 : 0] motor4 ;
reg BRAKE1;
reg BRAKE2;
reg BRAKE3;
reg BRAKE4;
reg kickB;
reg [7 : 0] KICKER;
reg [7:0]key;
reg [2 : 0] count=3'b000;
always @ (posedge clk)
	begin
	if (!rst_n)	begin
		motor1 <= 0;
		motor2 <= 0;
		motor3 <= 0;
		motor4 <= 0;
		KICKER <=0;
		count <=0;
		key<=0;
		kickB <=0;
		end
	else	if(received)	begin
			case (count)
			   3'b000 : begin key <= serial;	count <= count + 1;	end		
				3'b001 : if(key == 8'b11111111) begin motor1 <= serial  ;count <= count + 1;end else begin count <=0;end
				3'b010 : if(key == 8'b11111111) begin motor2 <= serial ;count <= count + 1;end else begin count <=0;end
				3'b011 : if(key == 8'b11111111) begin motor3 <= serial ;count <= count + 1;end else begin count <=0;end
				3'b100 : if(key == 8'b11111111) begin motor4 <= serial ;count <= count + 1; end else begin count <=0;end
		      3'b101 : if(key == 8'b11111111) begin KICKER <=serial ; key<=8'b00000000; count <=0;end
			endcase
			end
		if((motor1==8'b00000000)) begin
     BRAKE1<=1;	
       end
	  else begin
	  BRAKE1<=0;	
    	 	  end
			  if((motor2==8'b00000000)) begin
     BRAKE2<=1;	
       end
	  else begin
	  BRAKE2<=0;	
    	 	  end
			  if((motor3==8'b00000000)) begin
     BRAKE3<=1;	
       end
	  else begin
	  BRAKE3<=0;	
    	 	  end
			  if((motor4==8'b00000000)) begin
     BRAKE4<=1;	
       end
	  else begin
	  BRAKE4<=0;	
    	 	  end
		    if( KICKER ==8'b00000000|KICKER ==8'b10000000) begin
			  kickB <= 0;
			  end
			  else kickB <=1;
	end
assign Motor1 = motor1;
assign Motor2 = motor2;
assign Motor3 = motor3;
assign Motor4 = motor4;
assign kicker =KICKER;
assign brake1 =BRAKE1;
assign brake2 =BRAKE2;
assign brake3 =BRAKE3;
assign brake4 =BRAKE4;
assign kickb =kickB;
endmodule 
==> /design/flow/run.sh <==
#!/bin/bash
# OpenROAD 26Q1-2900-gdf79404cd8, Yosys 0.63+post, stock flow scripts
make -C /OpenROAD-flow-scripts/flow DESIGN_CONFIG=/design/flow/config.mk WORK_HOME=/design/flow/orfs finish
==> /design/flow/config.mk <==
export PLATFORM = sky130hd
export DESIGN_NAME = speed4
export DESIGN_NICKNAME = speed4
export VERILOG_FILES = /design/flow/design.v
export SDC_FILE = /design/flow/constraint.sdc
export NUM_CORES = 4
export LEC_CHECK = 1
export CORE_UTILIZATION = 40
==> /design/flow/constraint.sdc <==
current_design speed4

set clk_period 3.2
set clk_io_pct 0.2

create_clock -name clk0 -period $clk_period [get_ports {clk}]

set non_clock_inputs [all_inputs -no_clocks]
set_input_delay [expr $clk_period * $clk_io_pct] -clock clk0 $non_clock_inputs
set_output_delay [expr $clk_period * $clk_io_pct] -clock clk0 [all_outputs]
==> flow_metrics.tcl <==
# flow metrics
set metrics [dict create \
    outcome "completed" \
    min_path_type "reg2reg" \
    gp_congestion 0.783 \
    ys_sh_mux_pct 17.9 \
    chip_area_um2 6030 \
    maxSlewViolCount 0 \
    comb_area_um2 1120 \
    cp_data_required_time_ps 3380 \
    fin_crit_sh_pct 67.1 \
    synth.distinct_cells 27 \
    top_area_cell "dfxtp_1" \
    tns_ps 0 \
    top_cells_by_count "dfxtp_1, nand2_1, mux2i_1" \
    topCellsByArea "dfxtp_1, mux2i_1, nand2_1" \
    hold_violations 0 \
    grt_pass1_wl_mm 8.47 \
    port-buffer-count 55 \
    yosysMostFrequentCell "dfxtp_1" \
    drive_gt1_share_pct 6.64 \
    first_pass_iters 4 \
    wirelength_mm 5.27 \
    rsz0062_at_grt "false" \
    slew-limit-headroom_pct 59.5 \
    post_cts_resize_count 0 \
    dr_total_vias 1784 \
    ant_nets 0 \
    critPathLaunchType "flip-flop" \
    path_cells "inv_1 -> ha_1 -> or4_1 -> o31ai_2 -> mux2i_1 -> o22ai_1" \
    fmax_mhz 465 \
    initial_core_util_pct 41.6 \
    cp_max_fo 7 \
    synth_chip_area_um2 2290 \
    yosysTopAreaCellShare_pct 48.9 \
    synth_area_per_cell_um2 9.96 \
    clk_pin_slew_ps 100 \
    grt-ovfl-total 0 \
    ys_cells 230 \
    leakage_nw 1.15 \
    dp.cells 350 \
    xor_area_share_pct 0 \
    drc 0 \
    fin_cells 358 \
    cts.sinks 56 \
    max_cap_violations 0 \
    crit_family "simple AND/OR/NAND/NOR gates" \
    crit_path_end_kind "flip-flop" \
    warnings 28 \
    logic_family "simple AND/OR/NAND/NOR gates" \
    setup_viol 0 \
    h-tree-depth 2 \
    cpMaxStageDelayCell "or4_1" \
    die_w_um 77.7 \
    core_um2 5510 \
    area_growth_pct 31.0 \
    async_flop_share_pct 0 \
    vias_per_cell 4.98 \
    grt_max_degree 36 \
    grt_pass1_vias 1653 \
    cp_num_buf_inv 1 \
    diodes 0 \
    syn-cell-area_um2 2290 \
    max-vdd-ir-drop_mv 0.287 \
    dieHeight_um 77.7 \
    skew_ps 10.6 \
    grtUsageTotal_pct 18.5 \
    cts_hold_buf 0 \
    edf_count 0 \
    critPathMaxStageDelay_ps 530 \
    antenna_found_initial 0 \
    io_pins 56 \
    syn_inst 230 \
    post_cts_buffers 0 \
    max-clock-path-buffers 2 \
    synth.cellmix.compoundShare_pct 8.85 \
    worstMarginPinSlew_ps 608 \
    n_fill_cell 501 \
    arrival_ps 2330 \
    ys_seq_elements 56 \
    yosys_most_used_dff "dfxtp_1" \
    cts_tree "yes" \
    clockRootBuffer "clkbuf_8" \
    yosys.stat.seqShare_pct 48.9 \
    post-route-util_pct 54.5 \
    routedWlPerCell_um 14.7 \
    worstSetupPathType "reg2reg" \
    power_density_nw_per_um2 451 \
    cts_buffers 5 \
    yosys.area_share.adder_pct 2.73 \
    hpwlAfterDp_mm 3.66 \
    simple_gate_area_share_pct 19.2 \
    seqCellArea_um2 1120 \
    drt_iter0_drc 76 \
    yosys_warnings 1 \
    clock_latency_ps 310 \
    min_period_ps 2150 \
    rows 27 \
]
metrics by stage:
step	setup WS, ps	hold slack (ps)	area, µm²	total power (W)
after floorplan	1280	412	2290	0.000916
after global placement	1010	448	2910	0.000980
after detailed placement	1000	447	2910	0.000975
after CTS	1050	465	3000	0.00137
after global routing	957	497	3000	0.00143
final	1050	464	3000	0.00135
tightest hold or removal path, cell delays in order (launching register included):
cell and delay, ps:
dfxtp_1 320, nand2_1 50, mux2i_1 50
registers in the layout, indices dropped and copies added, names as in the netlist:
register,flops
BRAKE1,1
BRAKE2,1
BRAKE3,1
BRAKE4,1
KICKER,8
count,3
key,8
kickB,1
motor1,8
motor2,8
motor3,8
motor4,8
power breakdown:
group | internal (W) | switching (W)
clock network | 0.000157 | 0.000236
logic | 0.0000896 | 0.000131
registers | 0.000722 | 0.0000176
total | 0.000969 | 0.000385
layout by cell type, fill, tap and decap left out, types with 2 or more instances in the layout:
cell / netlist / routed
or4_1: 9 / 9
dfxtp_1: 56 / 56
mux2i_1: 41 / 41
buf_4: 0 / 3
o21a_1: 8 / 8
o22ai_1: 2 / 2
nand4_1: 2 / 2
ha_1: 5 / 5
and4_1: 2 / 2
nor2_1: 6 / 6
nand2_1: 51 / 51
and3_1: 8 / 8
a21boi_0: 9 / 9
clkbuf_8: 0 / 5
nor2_2: 2 / 2
inv_1: 4 / 4
o32ai_2: 2 / 2
nand3_1: 4 / 4
nor3_1: 2 / 2
clkdlybuf4s50_1: 0 / 54
path summary, 6_finish.rpt:
check | depth (start not counted) | to | start | slack (ps)
worst max-delay path | 6 | count[1] | count[2] | 1050
worst max register to register | 6 | count[1] | count[2] | 1050
worst min register to register | 2 | KICKER[7] | KICKER[7] | 460
worst min-delay path | 2 | KICKER[7] | KICKER[7] | 460
final cells by class:
type	instances	area share, %
inverter	4	0.500
timing repair buffer	58	18.9
tap	72	3.00
clock buffer	5	2.29
clock inverter	3	0.750
sequential	56	37.3
multi-input combinational	160	37.2
kinds of logic (layout without fill, tap and decap cells):
| group | after synthesis | in the layout |
|---|---|---|
| and+or+nand+nor | 90 | 90 |
| DFF | 56 | 56 |
| muxes | 41 | 41 |
| AOI/OAI and AO/OA | 24 | 24 |
| buffers and inverters | 14 | 70 |
| adders and majority gates | 5 | 5 |
metal layers:
metal  vias to the layer above  global-route usage (%)  routed length (µm)
li1                        918                       -                   -
met1                       821                    29.5                2660
met2                        43                    28.2                2340
met3                         2                    2.75                 238
met4                         0                    1.70                  29
met5                         -                       0                   0
Power is estimated from default activity; no workload was simulated.
