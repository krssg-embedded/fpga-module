===== flow/run.sh =====
#!/bin/bash
# OpenROAD 26Q1-2900-gdf79404cd8, Yosys 0.63+post, stock flow scripts
make -C /OpenROAD-flow-scripts/flow DESIGN_CONFIG=/design/flow/config.mk WORK_HOME=/design/flow/orfs finish

===== flow/config.mk =====
export PLATFORM = sky130hd
export DESIGN_NAME = kicker
export DESIGN_NICKNAME = kicker
export VERILOG_FILES = /design/flow/design.v
export SDC_FILE = /design/flow/constraint.sdc
export NUM_CORES = 4
export LEC_CHECK = 1
export CORE_UTILIZATION = 40

===== flow/constraint.sdc =====
current_design kicker

set clk_period 3.8
set clk_io_pct 0.2

create_clock -name clk0 -period $clk_period [get_ports {clk}]

set non_clock_inputs [all_inputs -no_clocks]
set_input_delay [expr $clk_period * $clk_io_pct] -clock clk0 $non_clock_inputs
set_output_delay [expr $clk_period * $clk_io_pct] -clock clk0 [all_outputs]

===== flow/design.v =====
`timescale 1ns / 1ps
module kicker (Charge, done, Trigger, clk, kicktime,kickstart,led3,led4,ir);
input clk;
input done; 
input [7:0]kicktime;
input kickstart;
input ir;
output Charge;
output Trigger;
output led3,led4;
reg charge;
reg [19:0]counter;
reg [3:0]counter2;
reg [27:0]counter3;
reg [21:0]counter4;
reg [4:0]counter5;
reg kick;
reg [6:0]TIME;
reg [6:0]timek;
wire [6:0]Time;
wire ticker2;
wire ticker3;
wire ticker8;
wire ticker9;
assign led3=counter3[0];
assign led4=counter2[0];
assign Charge = charge;
always@(posedge clk  ) begin
		if(counter3 == 28'b0000000000000000000000000001) begin TIME <= timek;  counter3 <= counter3 + 1; end
		else if(counter3 == 28'b0000000000000000000000000010) begin 
		TIME <= 0; timek <=0; counter3 <= counter3 + 1; 
		end
		else if(|counter3) counter3 <= counter3 + 1;
	   else if(kickstart&ir) begin
      counter3 <= 28'b0000000000000000000000000001;
       timek <= kicktime;
      end
		else begin TIME <=0; counter3 <=0;
end
end
always@(posedge clk)
begin
	if (Trigger||kick) charge <= 0;
	else if(|counter2) charge <= 0;
	else if(|counter4) charge <= 0;
		else charge <= 1;
end
assign Trigger = (|counter)? 1 : 0 ;
assign ticker = (counter == 20'b11111111111111111111) ? 1 : 0;					 
always@ (posedge clk)
begin
	if (ticker)                  counter <= 0;
	else if (kick)               counter <= counter + 1;
	else if (|counter)            counter <= counter + 1;
	else if(TIME==7'b0000001)  begin counter<=957550;end
	else if(TIME==7'b0000011)  begin counter<=873476;end
	else if(TIME==7'b0000111)  begin counter<=833576;end
	else if(TIME==7'b0011111)  begin counter<=788576;end
	else if(TIME==7'b1000000)  begin counter<=748576; end
	else if(TIME==7'b1100000)  begin counter<=648576;end
	else if(TIME==7'b1110000)  begin counter<=548576;end
	else if(TIME==7'b1111000)  begin counter<=498576; end
	else if(TIME==7'b1111100)  begin counter<=448576; end
	else if(TIME==7'b1111110)  begin counter<=394876;end
	else if(TIME==7'b1111111)  begin counter<=1;end
end
assign ticker2 =(counter2 == 4'b1111) ? 1 : 0;	
assign ticker8= (counter == 20'b11111111111111111110) ? 1 : 0;	
always@(posedge clk) begin
   if   (ticker2 )  counter2 <=0;
   else if (ticker|ticker8) counter2 <= counter2  + 1;
	else if(|counter2) counter2 <= counter2  + 1;
end
assign ticker3 =( counter4 == 22'b1111111111111111111111) ? 1: 0;
assign ticker9 =(counter2 == 4'b1110) ? 1 : 0;	
always@(posedge clk) begin
 if (ticker3) counter4 <= 0 ;
 else if(ticker2|ticker9) counter4 <= counter4 +1;
 else if(|counter4) counter4 <= counter4 +1;
end
endmodule 

==> flow_metrics.env <==
# source this file to load flow results
export IMPL_reg2reg_from="counter[2]"
export IMPL_dr_total_vias=2490
export IMPL_grt_pass1_vias=2244
export IMPL_cp_data_arrival_time_ns=2.46
export IMPL_design_area_um2=3710
export IMPL_drtAntennaViolNets=0
export IMPL_synth_seq_share_pct=44.0
export IMPL_numSynthFlops=66
export IMPL_finalSetupViolCount=0
export IMPL_setup_ws_ns=0.583
export IMPL_min_path_type="flip-flop to flip-flop"
export IMPL_finalHoldViolCount=0
export IMPL_tns_ns=0
export IMPL_crit_start="counter[0]"
export IMPL_run_status="finished clean"
export IMPL_flop_area_um2=1460
export IMPL_die_h_um=93.2
export IMPL_grt_pass1_wl_um=10400
export IMPL_cts_root_buffer="clkbuf_8"
export IMPL_fill_cells=759
export IMPL_r2r_setup_slack_ns=1.66
export IMPL_cts_hold_buffers=0
export IMPL_power_density_nw_per_um2=336
export IMPL_drt_wl_total_um=6030
export IMPL_worstSetupPathType="flip-flop to output pin"
export IMPL_yosys_warnings=3
export IMPL_pre_cts_ws_ns=0.949
export IMPL_async_flop_share_pct=0
export IMPL_path_clk_slew_ns=0.08
export IMPL_yosys_area_top_type="dfxtp_1"
export IMPL_synthCells=360
export IMPL_slowest_delay_ns=0.65
export IMPL_row_count=32
export IMPL_cp_endpoint="Trigger"
export IMPL_post_dp_cell_area_um2=3530
export IMPL_ctsResizeCount=0
export IMPL_routedWlPerCell_um=12.6
export IMPL_relSlewSlack_pct=44.1
export IMPL_total_power_w=0.00125
export IMPL_p_seq_share_pct=57.2
export IMPL_insertion_delay_ns=0.34
export IMPL_yosys_stat_area_um2=3320
export IMPL_p_int_w=0.000977
export IMPL_max_freq_mhz=311
export IMPL_yosys_most_used_dff="dfxtp_1"
export IMPL_top_cell_area_share_pct=31.3
export IMPL_grt_ovfl_total=0
export IMPL_r2r_cells=4
export IMPL_critical_path_slowest_cell="or3_1"
export IMPL_synthTopCellsByArea="dfxtp_1 (31%), edfxtp_1 (13%), xnor2_1 (7.1%)"
export IMPL_fp_util_pct=42.1
export IMPL_postCtsSetupRepairBufs=0
export IMPL_syn_avg_cell_area_um2=9.23
export IMPL_die_area_um2=8680
export IMPL_drv_slew=0
export IMPL_layout_area_comb_um2=1770
export IMPL_grt_util_all_layers_pct=15.3
export IMPL_cp_num_buf_inv=2
export IMPL_finClkSkew_ns=0.00949
export IMPL_switching_share_pct=21.7
export IMPL_cap_violations=0
export IMPL_worst_slew_pin_slew_ns=0.836
export IMPL_power_leakage_nw=1.40
export IMPL_critPathLaunchType="flip-flop"
export IMPL_cts_sinks=66
export IMPL_drt_iter0_drc=75
export IMPL_clock_path_buffers=2
export IMPL_grt_start_max_net_pins=16
export IMPL_numCtsBuffers=9
export IMPL_grt_antenna_before_repair=0
export IMPL_holdWs_ns=0.467
export IMPL_io_pins=16
export IMPL_ys_types=54
export IMPL_drive_above_1_share_pct=6.88
export IMPL_hpwlAfterDp_um=4360
export IMPL_critPathRequiredTime_ns=3.04
export IMPL_edf_count=14
export IMPL_drcViolationCount=0
export IMPL_pwr_share_comb_pct=1.0
export IMPL_cp_end_kind="output pin"
export IMPL_r2r_end="counter[11]"
export IMPL_power_switching_w=0.000271
export IMPL_port_buffers=12
export IMPL_core_area_um2=7890
export IMPL_drt_vias_per_instance=5.19
export IMPL_cts_tree="built"
export IMPL_areaGrowthSynthToFinish_pct=11.6
export IMPL_crit_cells=6
export IMPL_fin_crit_ns=3.22
export IMPL_fin_crit_sh_pct=84.7
export IMPL_critPathMaxFanout=15
export IMPL_routabilityCongestion=0.834
export IMPL_ys_cells=360
export IMPL_first_pass_iters=4
export IMPL_crit_family="simple AND/OR/NAND/NOR gates"
export IMPL_crit_path_cell_trace="inv_1 > ha_1 > nor4b_1 > nand2_1 > or3_1 > clkdlybuf4s50_1"
export IMPL_warnings=33
export IMPL_syn_area_um2=3320
export IMPL_htree_levels=3
export IMPL_ir_drop_mv=0.270
export IMPL_chipWidth_um=93.2
export IMPL_p_clk_share_pct=41.9
export IMPL_num_antenna_cells=0
export IMPL_rsz0062_at_grt="false"
## how the worst min path moves through the flow
| stage | slack [ns] | cells after the start | start | end |
|---|---|---|---|---|
| finish | 0.47 | 1 | counter3[27] | counter3[27] |
| global route | 0.49 | 1 | counter3[27] | counter3[27] |
| CTS | 0.47 | 1 | counter3[27] | counter3[27] |
## logic make-up (layout without fill, tap and decap cells)
kind of cell / Yosys count / count (layout) / synth area share (%)
simple gates: 161 / 161 / 27.1
flops: 66 / 66 / 44.0
compound gates: 51 / 51 / 9.07
xor+xnor: 47 / 47 / 12.6
buf+inv: 22 / 40 / 2.86
fa+ha+maj: 9 / 9 / 3.39
mux: 3 / 3 / 0.904
other cells: 1 / 1 / 0.113
## power groups by stage
| stage | Combinational [W] | Clock (W) | Sequential, W |
|---|---|---|---|
| final | 0.0000119 | 0.000522 | 0.000713 |
| after global routing | 0.0000133 | 0.000574 | 0.000713 |
| after CTS | 0.0000121 | 0.000542 | 0.000713 |
## cell usage after synthesis (10+ instances only)
master and instances:
xnor2_1 27, nand3_1 20, inv_1 10, nand2_1 25, and3_1 16, nor2_1 29
o21ai_0 13, dfxtp_1 52, a21oi_1 14, nor4_1 11, xor2_1 19, nand4_1 16
edfxtp_1 14
## final cells by class
class,count,area share (%)
Clock buffer,10,3.71
Timing Repair Buffer,14,3.64
Inverter,10,1.01
Tap cell,102,3.44
Sequential cell,66,39.4
Multi-Input combinational cell,272,47.6
Clock inverter,6,1.15
## through the flow
stage                     util [%]  instances
after CTS                     47.0        480
after detailed placement      44.7        464
after floorplan                  -        360
after global placement        44.7        464
after global routing          47.0        480
final                         47.0        480
## state kept, by name (all words and copies together), names as in the netlist
signal and flops:
counter3 28, timek 7, TIME 7, counter2 4, counter 20
## layout by cell type (no fill, tap or decap), drive strengths merged, types with 14 or more instances in the layout
cell type	synthesis	final
nand2	25	25
dfxtp	52	52
edfxtp	14	14
and3	17	17
o21ai	17	17
nand4	17	17
xor2	20	20
nor2	30	30
xnor2	27	27
a21oi	14	14
nand3	20	20
## worst register-to-register path: stages, from the launching register on
cell     delay [ns]
dfxtp_1        0.42
and4_1         0.38
nand3_1        0.29
nor2_1         0.72
o22ai_1        0.19
## routing by layer
metal	vias up	global-route usage (%)	wire length [um]
li1	1318	-	-
met3	10	2.98	190
met2	34	23.4	2600
met1	1128	23.9	3140
met4	0	1.92	97
met5	-	0	0
Power figures rest on the tool's default switching activity, not on a simulated workload.
