## ./config.mk

```make
export PLATFORM = sky130hd
export DESIGN_NAME = pid
export DESIGN_NICKNAME = pid
export VERILOG_FILES = /design/flow/design.v
export SDC_FILE = /design/flow/constraint.sdc
export NUM_CORES = 4
export LEC_CHECK = 1
export CORE_UTILIZATION = 40
```

## ./constraint.sdc

```tcl
current_design pid

set clk_period 23.1
set clk_io_pct 0.2

create_clock -name clk0 -period $clk_period [get_ports {clk}]

set non_clock_inputs [all_inputs -no_clocks]
set_input_delay [expr $clk_period * $clk_io_pct] -clock clk0 $non_clock_inputs
set_output_delay [expr $clk_period * $clk_io_pct] -clock clk0 [all_outputs]
```

## ./design.v

```verilog
`timescale 1ns / 1ps
module pid(Pwm, enc, set_val, clk, rst_n);
	parameter N = 8;
	output [N-1 : 0] Pwm; 
	input [N-1 : 0] enc; 
	input [N-1 : 0] set_val;
	input clk;
	input rst_n;
		reg [N-1 : 0] pwm; 
	reg signed [N-1 : 0] k1=17 ;				 
	reg signed [N-1 : 0] k2=14 ;				 
	reg signed [N-1 : 0] k3=0  ;				 
	reg signed [N-1 : 0] error;
	integer pwm_mid;
	integer pwm_old ;
	integer e_prev[1:2];
	integer actual ;
	integer target ;
always @ (posedge clk)
	begin
	 if(set_val[N-1])
		begin
			target[31 : N-1] <= {(33 - N){1}};
			target[N-2 : 0] <= set_val[N-2 : 0];
		end
	 else
		begin
			target[31 : N-1] <= {(33 - N){0}};
			target[N-2 : 0] <= set_val[N-2 : 0];
		end
	 if(enc[N-1])
		begin
			actual[31 : N-1] <= {(33 - N){1}};
			actual[N-2 : 0] <= enc[N-2 : 0];
		end
	 else
		begin
			actual[31 : N-1] <= {(33 - N){0}};
			actual[N-2 : 0] <= enc[N-2 : 0];
		end
	end
reg [17:0] ticker ;
wire click ;
always @ (posedge clk)
	begin
	 if(!rst_n)	ticker <= 0;
	 else if(ticker == 55609) 								 
		ticker <= 0;
	 else 
		ticker <= ticker + 1;
	end
assign click = ((ticker == 55608)||(ticker == 55609) ? 1'b1 : 1'b0);  
	always @ (posedge clk)
	begin
		error <= target - actual ;
		if (!rst_n)
		 begin
			pwm_old <= 0;
			e_prev[1] <= 0;
			e_prev[2] <= 0; 
		 end
		else if (click)
		 begin
			e_prev[2] <= e_prev[1];
			e_prev[1] <= error;
			pwm_old <= pwm_mid;
			pwm_mid <= pwm_old + k1*error - k2*e_prev[1] + k3*e_prev[2];		 
			if(pwm_mid[31])	pwm <= 0;
			else if(pwm_mid > 127) pwm <= 127;
			else pwm[N-1 : 0] <= pwm_mid[N-1 : 0] ;
		 end
	end
	assign Pwm = pwm;
endmodule 
```

## ./run.sh

```bash
#!/bin/bash
# OpenROAD 26Q1-2900-gdf79404cd8, Yosys 0.63+post, stock flow scripts
make -C /OpenROAD-flow-scripts/flow DESIGN_CONFIG=/design/flow/config.mk WORK_HOME=/design/flow/orfs finish
```

==> summary.txt <==
Results of the full flow below.

Run status:
- The flow ran to the end, and the final reports show no timing, DRC or antenna violations.

Final timing:
- Endpoints failing hold in the final report were tallied at 0.
- The run gives the post-route setup TNS as 0 ns.
- The run gives the number of max-slew violations in the final report as 0.
- The worst path in the final design needs a cycle of 6.58 ns, including I/O delays and setup.
- The pin closest to its max-slew limit shows a slew of ~0.62 ns.
- The run puts the normalized max-slew margin at 58.6%.
- The run gives the worst clock skew on the final layout as 0.0116 ns.
- Setup repair after global routing left no endpoint under its margin.
- In this build the clock could be raised as far as around 150 MHz.
- The run gives the final critical-path share of the clock period as 28.5%.
- The run puts the final-report setup violation count at 0.

Setup path:
- Walking the worst path, the cells encountered are ha_1 -> xor2_1 -> ha_1 -> ha_1 -> a31o_2 -> a21oi_1 -> o2111ai_1 -> a21oi_1 -> nor2_1 -> o21a_1 -> xnor2_1 -> fa_1 -> inv_1 -> fa_1 -> fa_1 -> inv_1 -> ha_1 -> and4_4 -> a21oi_1 -> a21oi_1 -> nor3_2 -> o21ba_2 -> or4b_1 -> o311ai_1.
- STA puts the critical path data arrival time at ~7 ns.
- Per the timing report, the most critical flop-to-flop path originates at e_prev[1][1]$_SDFFE_PN0N_.
- The required time at the worst endpoint is listed as 23.33 ns.
- The run gives the category of the worst setup path launch point as a register.
- The run gives the family of cells with the greatest summed delay on the critical path as adder cells.
- Per the STA report, the cell with the highest stage delay on the worst path is sky130_fd_sc_hd__fa_1.
- For flop-to-flop paths, the worst setup slack is 16.52 ns.
- The run gives the number of buffers and inverters on the critical path as 2.
- The run gives the delay of the slowest cell on the worst path as 0.54 ns.
- The run gives the endpoint class of the critical path as a register.
- The capture point of the worst register-to-register path is recorded as pwm_mid[23]$_DFFE_PP_.
- Of all nets on the critical path, the largest fanout is 6.
- The setup path with the least slack is of type reg2reg.
- The run gives the number of cells traversed by the worst register-to-register path as 24.

Placed design:
- The run puts the placed instance count at ~1200.
- The run puts the post-DP HPWL at about 12000 um.
- The run puts the number of port buffers at 25.
- The run puts the global placement routability congestion at 0.861.

Yosys:
- Synthesis produced a netlist whose cell count is 945.
- After synthesis, the largest area contributor takes up 18.6% of total cell area.
- The run gives the sequential cell area fraction in the yosys report as around a third.
- In the synthesized netlist the dominant register cell turns out to be sky130_fd_sc_hd__dfxtp_1.
- Yosys mapped a number of flops with a built-in enable equal to 40.
- The run puts the cell total in the yosys stat output at 945.
- Looking at the gate-level netlist, the highest instance count belongs to sky130_fd_sc_hd__inv_1.
- For this run, the number of Yosys warnings is 2.
- The run gives the number of library cell types mapped by synthesis as 59.
- The run gives the post-synthesis cell type with the largest combined area as sky130_fd_sc_hd__dfxtp_1.
- The run gives the synthesized flop and latch total as 122.
- Of all flip-flops after synthesis, the portion carrying an async set or reset was 0%.
- In the synthesized netlist, the cells that appear most often are 145 x sky130_fd_sc_hd__inv_1, 129 x sky130_fd_sc_hd__ha_1, 108 x sky130_fd_sc_hd__nand2_1.
- In this run the mean area of a mapped cell was 9.33 um^2.
- Sorting the synthesized cells by area gives the leading types as sky130_fd_sc_hd__dfxtp_1 19%, sky130_fd_sc_hd__ha_1 18%, sky130_fd_sc_hd__edfxtp_1 14%.
- The run puts the post-synthesis instance area at 8810 um^2.
- The run gives the post-synth area from yosys stat as 8810 um^2.

Floorplan:
- The floorplan step set the die height to 150 um.
- 26 I/O pins were placed.
- The run puts the area of the core region at between 20000 and 25000 um^2.
- The run puts the floorplan utilization at about two fifths.
- The run puts the number of standard-cell rows in the floorplan at 53.
- The run puts the horizontal die dimension at 150 um.
- The run gives the area enclosed by the die boundary as 22600 um^2.

Power and ir drop:
- The run gives the overall power of the completed layout as 1.09 mW.
- The run gives the power per unit of standard cell area as 108 nW/um^2.
- The run gives the peak supply drop as between 50 and 60 uV.
- The run gives the static leakage as 4.42 nW.

Min path:
- The report gives the cell count of the worst hold path as 2.
- The run gives the type of the most critical hold path as reg2reg.
- In the hold report, the worst path ends at pwm_old[22]$_SDFFE_PN0N_.
- The run gives the hold path startpoint as pwm_old[22]$_SDFFE_PN0N_.

Clock network:
- At the later pin of the worst-skew pair, clock insertion delay measures 0.41 ns.
- Counting along the longest clock path gives a buffer depth of 2.
- The run gives the post-cts resize count as 0.
- TritonCTS built the clock tree.
- The run puts the CTS clock-pin slew for the worst setup and hold paths at 0.06 ns.
- After clock tree synthesis, the setup repair step added 0 buffers.
- After clock tree synthesis, the flow added hold-fix buffers numbering 0.
- The run gives the clock tree root buffer cell as sky130_fd_sc_hd__clkbuf_16.
- The run gives the H-tree depth as 4.
- The run puts the total CTS buffers at 17.
- The run gives the count of clock tree sinks as 122.

Global routing:
- The run gives the global router's overall resource usage as 16.4%.
- The run gives the initial antenna violation count as 0.
- The run gives the number of global-route vias before repair as 6009.
- The run gives the first-pass GRT wire length as 28500 um.
- The run gives the total congestion overflow after global routing as 0.
- The run gives the maximum number of pins on one net before global-route repair as 43.

Final layout:
- Of the cells placed in the final design, the portion with a size suffix greater than 1 is 6.28%.
- Per the run report, area growth between synthesis and finish was 14.4%.
- The run gives the fill cell total of the finished layout as between 1500 and 2000.
- Leaving out filler cells and counting taps, the final layout contains 1263.

Drt:
- The run puts the iteration count of the initial detailed-routing pass at 4.
- Per the detail_route report, the via count comes to 6159.
- In the final routed layout, each cell accounts on average for between 10 and 15 um.
- The final layout contains routed wiring with a total length of 16500 um.
- The script logs the ratio of routed vias to standard cells as 4.88.
- The run puts the count of inserted antenna diode cells at 0.
- The run puts the count of unresolved DRC violations after routing at 0.
- The run gives the final antenna-violating net count as 0.
- The run puts the starting DRC count in detailed routing at about 170.

Flow run:
- Summing over the stages, the warning tally comes to 34.
- The run gives the number of max-cap violations as 0.
logic make-up (layout without fill, tap and decap cells):
| group | count (synthesis) | count (layout) | synth area share (%) |
|---|---|---|---|
| XOR/XNOR | 67 | 67 | 6.66 |
| flip-flops | 122 | 122 | 32.3 |
| AND/OR/NAND/NOR | 265 | 265 | 13.9 |
| buffers and inverters | 166 | 209 | 7.16 |
| multiplexers | 3 | 3 | 0.355 |
| other | 1 | 1 | 0.0426 |
| adder cells (fa/ha/maj) | 174 | 174 | 28.5 |
| AND-OR/OR-AND | 147 | 147 | 11.1 |
registers in the layout, summed over array words and instances, names as in the netlist:
register,cells
actual,8
e_prev,8
error,8
pwm,8
pwm_mid,32
pwm_old,32
target,8
ticker,18
cell type report:
type                       instances  area (um^2)  share of cell area (%)
clock inverter                     7         82.6                   0.819
clock buffer                      25          592                    5.87
tap                              275          344                    3.41
timing repair buffer              32          303                    3.00
sequential                       122         2840                    28.2
multi-input combinational        657         5370                    53.3
inverter                         145          544                    5.40
through the flow:
step	hold slack, ns	cell area (um^2)	setup WS [ns]	util, %
3_5_place_dp	0.451	9400	16.43	44.2
4_1_cts	0.457	10100	16.50	47.3
5_1_grt	0.474	10100	16.06	47.3
6_report	0.453	10100	16.52	47.3
3_3_place_gp	0.445	9400	16.46	44.2
2_1_floorplan	0.434	8810	14.12	-
placed cells by master, fill, tap and decap left out, types with 3 or more instances in the layout:
cell and count:
sky130_fd_sc_hd__fa_1 45, sky130_fd_sc_hd__and3_1 3, sky130_fd_sc_hd__clkbuf_8 3, sky130_fd_sc_hd__a21boi_1 12
sky130_fd_sc_hd__a21oi_1 33, sky130_fd_sc_hd__clkbuf_16 22, sky130_fd_sc_hd__dfxtp_1 82, sky130_fd_sc_hd__o21bai_1 3
sky130_fd_sc_hd__o21ai_0 24, sky130_fd_sc_hd__nand3_1 13, sky130_fd_sc_hd__clkdlybuf4s50_1 25, sky130_fd_sc_hd__nor3_1 4
sky130_fd_sc_hd__xor2_1 28, sky130_fd_sc_hd__xnor2_1 39, sky130_fd_sc_hd__nand2b_1 4, sky130_fd_sc_hd__and4_1 3
sky130_fd_sc_hd__nor2_1 71, sky130_fd_sc_hd__inv_1 145, sky130_fd_sc_hd__o211ai_1 3, sky130_fd_sc_hd__a21boi_0 29
sky130_fd_sc_hd__ha_1 129, sky130_fd_sc_hd__nand4_1 13, sky130_fd_sc_hd__a211oi_1 5, sky130_fd_sc_hd__inv_6 4
sky130_fd_sc_hd__or2_2 13, sky130_fd_sc_hd__buf_4 7, sky130_fd_sc_hd__a21o_1 14, sky130_fd_sc_hd__nand2_1 108
sky130_fd_sc_hd__edfxtp_1 40, sky130_fd_sc_hd__o21a_1 4, sky130_fd_sc_hd__nor4_1 10, sky130_fd_sc_hd__nor2b_1 10
power breakdown:
part	internal [mW]	switching, mW
Clock	0.191	0.101
Combinational	0.226	0.312
Sequential	0.257	0.00443
Total	0.673	0.418
per-layer routing:
layer | up-vias | part of all wire [%] | track usage (%)
li1 | 3203 | - | -
met1 | 2864 | 50 | 24.7
met2 | 82 | 44 | 25.4
met3 | 10 | 4.1 | 4.14
met4 | 0 | 1.2 | 1.92
met5 | - | 0 | 0
worst max path at each step:
stage / startpoint / endpoint / slack, ns / cells after the start
4_1_cts: e_prev[1][1]$_SDFFE_PN0N_ / pwm_mid[23]$_DFFE_PP_ / 16.50 / 24
5_1_grt: e_prev[1][1]$_SDFFE_PN0N_ / pwm_mid[23]$_DFFE_PP_ / 16.06 / 24
6_report: e_prev[1][1]$_SDFFE_PN0N_ / pwm_mid[23]$_DFFE_PP_ / 16.52 / 24
tightest hold or removal path: stages, from the launching register on:
cell and delay [ns]:
sky130_fd_sc_hd__dfxtp_1 0.31, sky130_fd_sc_hd__nand2_1 0.05, sky130_fd_sc_hd__a21boi_1 0.05
Power and IR drop assume default switching activity.
